==> flow/design.v <==
module branch_pc(imm,pc,branch);
input [63:0] imm,pc;
output [63:0] branch;
wire [63:0] left;
assign left = imm<<1;
assign branch = left+pc;
endmodule
==> flow/run.sh <==
#!/bin/bash
# OpenROAD 26Q1-2900-gdf79404cd8, Yosys 0.63+post, stock flow scripts
make -C /OpenROAD-flow-scripts/flow DESIGN_CONFIG=/design/flow/config.mk WORK_HOME=/design/flow/orfs finish
==> flow/config.mk <==
export PLATFORM = sky130hd
export DESIGN_NAME = branch_pc
export DESIGN_NICKNAME = branch_pc
export VERILOG_FILES = /design/flow/design.v
export SDC_FILE = /design/flow/constraint.sdc
export NUM_CORES = 4
export LEC_CHECK = 1
export CORE_AREA = 10 10 119 119
export DIE_AREA = 0 0 129 129
==> flow/constraint.sdc <==
current_design branch_pc

set clk_period 23.7
set clk_io_pct 0.2

create_clock -name clk0 -period $clk_period

set non_clock_inputs [all_inputs -no_clocks]
set_input_delay [expr $clk_period * $clk_io_pct] -clock clk0 $non_clock_inputs
set_output_delay [expr $clk_period * $clk_io_pct] -clock clk0 [all_outputs]
==> results.sh <==
# source this file to load flow results
export IMPL_gp_congestion=0.933
export IMPL_cts_resized=0
export IMPL_grt_max_degree=10
export IMPL_antenna_found_initial=0
export IMPL_ys_area_sq_um=3760
export IMPL_first_global_vias=4676
export IMPL_critical_path_class="input port to output port"
export IMPL_avgViaCountPerCell=5.42
export IMPL_final_cell_mix="clkdlybuf4s50_1 (189), a21oi_1 (82), nand2_1 (64), ha_1 (62)"
export IMPL_yosys_cells=558
export IMPL_cts_setup_buffers=0
export IMPL_synth_seq_area_share_pct=0
export IMPL_status="finished, final reports clean"
export IMPL_drt_initial_drc_count=418
export IMPL_regArea_sq_um=0
export IMPL_ios=192
export IMPL_finalCritPeriodShare_pct=55.5
export IMPL_portBuffers=189
export IMPL_power_density_nw_per_um2=30.7
export IMPL_syn_area_sq_um=3760
export IMPL_ant_nets=0
export IMPL_postCtsHoldBufs=0
export IMPL_fp_row_count=39
export IMPL_cp_max_fo=3
export IMPL_overflow=0
export IMPL_vias=4681
export IMPL_leakagePower_nw=2.29
export IMPL_wl_um=14500
export IMPL_finalSetupTns_ns=0
export IMPL_drive_gt1_share_pct=2.22
export IMPL_drv_slew=0
export IMPL_ys_warn_count=0
export IMPL_stdcell_count=863
export IMPL_avgSynthCellArea_sq_um=6.75
export IMPL_relSlewSlack_pct=61.6
export IMPL_diodes=0
export IMPL_fp_util_pct=32.7
export IMPL_whs_path_depth=0
export IMPL_hold_start="pc[0]"
export IMPL_worstMarginPinSlew_ns=0.571
export IMPL_warnings=33
export IMPL_synth_cell_types=56
export IMPL_core_sq_um=11500
export IMPL_fp_dieH_um=129
export IMPL_firstDrtPassIters=4
export IMPL_syn_inst=558
export IMPL_grt_pass1_wl_um=23400
export IMPL_end_kind="output port"
export IMPL_fmaxAchievable_mhz=76.0
export IMPL_irDropWorstVdd_uv=13.8
export IMPL_rsz0062_at_grt="false"
export IMPL_dp_cells=863
export IMPL_arrival_ns=8.42
export IMPL_die_x_um=129
export IMPL_ff_count=0
export IMPL_fin_hold_ws_ns=9.48
export IMPL_max_cap_viol_count=0
export IMPL_wl_per_cell_um=16.8
export IMPL_grtUsageTotal_pct=16.7
export IMPL_fillers=1160
export IMPL_layout_top_cell="clkdlybuf4s50_1"
export IMPL_setup_viol=0
export IMPL_cp_start_kind="input port"
export IMPL_die_area_sq_um=16600
export IMPL_area_growth_pct=51.5
export IMPL_period_minus_slack_ns=13.16
export IMPL_crit_start="imm[0]"
export IMPL_dp_hpwl_um=13000
export IMPL_finalHoldViolations=0
export IMPL_drc=0
export IMPL_required_ns=18.96
export IMPL_hp_class="input port to output port"
export IMPL_clkbuf_count=0
## cell type report
type / count / area, sq um / area share (%)
Multi-Input combinational cell: 515 / 3570 / 62.6
Timing Repair Buffer: 189 / 1890 / 33.2
Tap cell: 143 / 179 / 3.14
Inverter: 16 / 60.1 / 1.05
## layer usage
layer  up-vias  share of wire, %  global-route usage, %  wire length, um
met3        10               8.4                   4.46             1210
li1       2426                 -                      -                -
met4         0               1.1                   1.74              162
met2       141                46                   28.4             6680
met1      2104                44                   21.4             6440
met5         -                 0                      0                0
## path summary, 6_finish.rpt
kind	end	slack [ns]
worst min-delay path	branch[0]	9.48
worst max-delay path	branch[39]	10.54
## through the flow
stage               util (%)  worst slack [ns]  power [mW]  area, sq um
global placement        49.5             10.47       0.176         5700
global route            49.5             10.30       0.194         5700
detailed placement      49.5             10.49       0.176         5700
finish                  49.5             10.54       0.175         5700
CTS                     49.5             10.48       0.177         5700
floorplan                  -             11.99      0.0840         3760
## power by group
part	internal, mW	leakage [nW]	total (mW)	switching, mW
Clock	0	0	0	0
Sequential	0	0	0	0
Combinational	0.100	2.29	0.175	0.0752
Total	0.100	2.29	0.175	0.0752
## cell families (layout without fill, tap and decap cells)
| kind of cell | count (synthesis) | after routing | synth area share [%] |
|---|---|---|---|
| AOI/OAI and AO/OA | 223 | 223 | 38.1 |
| xor gates and xnor gates | 60 | 60 | 14.0 |
| and+or+nand+nor | 169 | 169 | 21.7 |
| adders and majority gates | 63 | 63 | 21.1 |
| buffers and inverters | 43 | 205 | 5.12 |
## Yosys cell counts, types with 3 or more instances
cell | instances | share of area (%)
a21oi_1 | 82 | 11
nand4_1 | 23 | 3.8
a31oi_1 | 7 | 1.2
o211ai_1 | 12 | 2.4
and4_1 | 4 | 0.93
a21o_1 | 20 | 4.0
nor2_1 | 37 | 3.7
xor2_1 | 22 | 5.1
nor3_1 | 8 | 1.1
buf_4 | 3 | 0.60
o21ai_0 | 38 | 5.1
buf_2 | 13 | 1.7
o31ai_1 | 3 | 0.60
a211oi_1 | 8 | 1.6
o21a_1 | 8 | 1.6
inv_1 | 16 | 1.6
or3_1 | 4 | 0.66
clkbuf_2 | 3 | 0.40
or4_1 | 3 | 0.60
nand2_1 | 64 | 6.4
xnor2_1 | 38 | 8.8
and2_1 | 4 | 0.66
ha_1 | 62 | 21
o21bai_1 | 15 | 3.0
nand3_1 | 7 | 0.93
nor2b_1 | 3 | 0.50
nor4_1 | 3 | 0.50
o21ai_1 | 3 | 0.40
clkbuf_1 | 8 | 0.80
## worst max-delay path: stages
cell and delay (ns):
clkdlybuf4s50_1 0.40, ha_1 0.24, fa_1 0.42, a211oi_1 0.35, o211ai_1 0.21, a211oi_2 0.35, o21bai_1 0.20, a21oi_1 0.37
o21ai_0 0.27, a21oi_1 0.24, xnor2_1 0.14, clkdlybuf4s50_1 0.49
No activity file was given, so power comes from the tool's default toggle rates.
