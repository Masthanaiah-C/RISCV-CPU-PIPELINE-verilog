## ./design.v

```verilog
module IDc(write_control,wd,instruction,out1,out2,imm);
input [63:0] wd;
input write_control;
output [63:0] out1,out2,imm;
input [31:0] instruction;
reg_file s(instruction[19:15],instruction[24:20],instruction[11:7],wd,out1,out2,write_control);
imm_generate g(instruction,imm);
endmodule
module imm_generate(instruction,out);
input [31:0] instruction;
output reg [63:0] out;
wire [51:0] ext;
wire [6:0] a,op;
wire [4:0] b;
wire [4:0] b1;
assign op=instruction[6:0];
assign ext=-1;
always @(op or instruction)
begin
    if(op==7'b0010011 || op==7'b0000011 )
    begin
     out={ext*(instruction[31]),instruction[31:20]};
    end
    if(op==7'b1100011)
    begin
     out={ext*(instruction[31]),instruction[31],instruction[7],instruction[30:25],instruction[11:8]};
    end
    if(op==7'b0100011)
    begin
     out={ext*(instruction[31]),instruction[31:25],instruction[11:7]};
    end
end
endmodule
module reg_file(r1,r2,w,wd,out1,out2,write_control);
input [4:0] r1,r2,w;
input write_control;
output [63:0] out1,out2;
input [63:0] wd;
reg [63:0] file [31:0];
initial
begin
    file[0]=0;
    file[1]=56;
    file[2]=0;
    file[3]=47;
    file[4]=0;
    file[5]=0;
    file[6]=0;
    file[7]=0;
    file[8]=0;
    file[9]=0;
    file[10]=0;
    file[11]=0;
    file[12]=0;
    file[13]=0;
    file[14]=0;
    file[15]=0;
    file[16]=0;
    file[17]=0;
    file[18]=0;
    file[19]=0;
    file[20]=0;
    file[21]=0;
    file[22]=0;
    file[23]=0;
    file[24]=0;
    file[25]=0;
    file[26]=0;
    file[27]=0;
    file[28]=0;
    file[29]=0;
    file[30]=0;
    file[31]=0;
end
assign out1=file[r1];
assign out2=file[r2];
    always @(wd) begin
        if(write_control==1)
        file[w]<=wd;
    end
endmodule
```

## ./run.sh

```bash
#!/bin/bash
# OpenROAD 26Q1-2900-gdf79404cd8, Yosys 0.63+post, stock flow scripts
make -C /OpenROAD-flow-scripts/flow DESIGN_CONFIG=/design/flow/config.mk WORK_HOME=/design/flow/orfs finish
```

## ./config.mk

```make
export PLATFORM = sky130hd
export DESIGN_NAME = IDc
export DESIGN_NICKNAME = IDc
export VERILOG_FILES = /design/flow/design.v
export SDC_FILE = /design/flow/constraint.sdc
export NUM_CORES = 4
export LEC_CHECK = 1
export CORE_UTILIZATION = 40
```

## ./constraint.sdc

```tcl
current_design IDc

set clk_period 6.6
set clk_io_pct 0.2

create_clock -name clk0 -period $clk_period

set non_clock_inputs [all_inputs -no_clocks]
set_input_delay [expr $clk_period * $clk_io_pct] -clock clk0 $non_clock_inputs
set_output_delay [expr $clk_period * $clk_io_pct] -clock clk0 [all_outputs]
```

==> run summary <==
Figures from the implementation reports.

- The maximum operating frequency is 152.8 MHz.
- The cts-stage hold buffer count is 0.
- For reference, the most critical setup path is categorized as in -> out.
- The type of the tightest min-delay check reads in -> out.
- Setup repair after global routing left no endpoint under its margin.
- The total iterations of the first detailed-routing run is 10.
- The kind of start point of the critical path reads an input port.
- The instance count after placement with tap cells included is 8169.
- The synthesized design contains 0 enable-type register cells.
- The analysis attributes to cell leakage a power of 28.85 nW.
- In the synthesized netlist, the number of instances is 6143.
- The synthesis-to-layout area growth reads 12.69%.
- The count of buffers inserted at the top-level ports is 286.
- Summing over the stages, the warning tally comes to 35.
- The number of primary I/O pins is 289.
- The total vias in the final route is 61108.
- The maximum net fanout on the critical path reads 14.
- The cell taking the most area after synthesis reads dlxtn_1.
- By instance count, the leading cell after synthesis is dlxtn_1.
- The power density relative to cell area is 48.97 mW/mm².
- The count of endpoints without a timing constraint reads 2124.
- The net switching power in the latest report is 1.499 mW.
- The instance area at placement reads 0.06343 mm².
- The routed design has 341100 µm of wire.
- The required arrival time at the worst endpoint is 5280 ps.
- The run finished with clean final reports.
- The final worst setup slack reads 53.89 ps.
- The share of flip-flops with an asynchronous set or reset reads 0%.
- The number of antenna violations at the first check in global routing came to 21.
- Data arrives at the worst endpoint at 5230 ps.
- The number of gates resized after CTS reads 0.
- The worst max-slew margin expressed relative to the limit is 33.87%.
- The area of the core is 0.1397 mm².
- Counting instances, the worst hold path has a depth of 6.
- Once the clock tree was built, the setup fixing pass inserted 0 buffers.
- The average cell area after synthesis reads 9.173 µm².
- The category of the worst setup path capture point reads an output pin.
- The family with the most delay on the worst path reads buffers and inverters.
- The area share of the largest cell type after synthesis is 54.83%.
- The pre-placement core utilization is 40.34%.
- After layout, the worst path uses 99.18% of the clock period.
- The count of unclocked register or latch pins is 2060.
- The die covers 0.1424 mm².
- In this run the critical path is formed by clkdlybuf4s50_1 > or3b_1 > nor2_8 > buf_4 > a22oi_1 > nand2_1 > nor4_1 > a21oi_1 > clkdlybuf4s50_1.
- The synthesized netlist was found by Yosys to have 6143 cells.
- The site row count reads 137.
- The total routing usage reported by global routing reads 48.57%.
- Yosys reports that the most numerous cell types are dlxtn_1, a22oi_1, nand2_1, buf_2, a21oi_1.
- The number of DRC violations after detailed-routing iteration 0 reads 9060.
- The last weighted congestion value of the routability-driven placer is 1.014.
- Max-slew check failures listed in the final report amount to 0.
- The leftover overflow at the end of global routing reads 0.
- The area of all placed cells without fillers is 0.06350 mm².
- Once layout is complete, the cells apart from fillers number 8197.
- Ranked by total cell area, the synthesized netlist is headed by dlxtn_1, a22oi_1, nand2_1.
- The max-cap violation count is 0.
- The number of nets with antenna violations after routing is 0.
- The post-detailed-placement half-perimeter wirelength reads 185900 µm.
- The switching power share of the total reads 48.22%.
- The cell with the most instances on the worst path is clkdlybuf4s50_1.
- The number of distinct library cells after synthesis reads 51.
- The count of state elements after synthesis is 2060.
- The number of failing hold endpoints at the final stage reads 0.
- The total negative slack for setup checks is 0 ps.
- The pin count of the biggest net entering global routing is 54.
- The slowest library cell on the worst path is or3b_1.
- The total design power reads 3.109 mW.
- TritonRoute reported its final design rule violation total as 0.
- The post-place setup slack is 361.5 ps.
- The mapped netlist covers 0.05635 mm².
- The area reported by Yosys stat reads 0.05635 mm².
- The actual slew at the worst max-slew pin reads 992.0 ps.
- The design internal power is 1.610 mW.
- The number of buffer and inverter stages on the critical path is 3.
- The share of post-route cells with drive strength above 1 is 7.373%.
- The dominant register cell in the synthesized netlist is dlxtn_1.
- The die width reads 377.3 µm.
- The final period demand of the worst path is 6546 ps.
- The wire length per cell after detailed routing reads 41.61 µm.
- The peak supply drop is 0.00003664 V.
- The count of synthesis-stage warnings from yosys is 3.
- The delay contributed by the slowest stage of the critical path reads 820 ps.
- For this run, the detailed router reports a per-instance via density of 7.455.
- The via count of the first global-routing pass was 58254.
- The floorplan step set the die height to 377.3 µm.
- The final number of setup-violating endpoints is 0.
- The number of gates on the worst path with buffers counted reads 9.
- The wire length of the first global-routing pass reads 461400 µm.
-- cells in the final DEF, fill, tap and decap left out, types with 15 or more instances in the layout --
master and n:
a22oi_1 1869, a21oi_1 239, dlxtn_1 2060, nand2_1 622
buf_12 114, nor4_1 86, nand4_1 190, nor2_8 20
nand3_1 25, clkdlybuf4s50_1 286, nand2_4 34, diode_2 28
buf_4 239, mux2i_1 15, nor3_1 152, nor2_1 174
o21ai_0 16, nor2_4 44
-- worst min-delay path, stage by stage --
cell	delay (ps)
clkdlybuf4s50_1	480
buf_4	260
inv_1	80
a31oi_1	90
a31oi_1	200
clkdlybuf4s50_1	510
-- through the flow --
step                util [%]  hold slack [ps]
global placement       45.41             4253
CTS                    45.41             4251
floorplan                  -             3049
finish                 45.46             4259
detailed placement     45.41             4235
global route           45.41             4289
-- sequential cells by signal (all words and copies together), names as in the netlist --
register,count
s.file,2048
g.out,12
-- routing by layer --
metal  vias up  share of wire [%]  GRT usage, %
li1      23481                  -             -
met1     28324                 33         57.59
met2      6997                 39         64.19
met3      2300                 19         31.45
met4         6                9.3         32.51
met5         -              0.032        0.9605
-- kinds of logic (layout without fill, tap and decap cells) --
| family | count (synthesis) | in the layout | share of synthesized area (%) |
|---|---|---|---|
| and+or+nand+nor | 1398 | 1398 | 12.18 |
| AOI/OAI and AO/OA | 2172 | 2172 | 27.89 |
| muxes | 22 | 22 | 0.4063 |
| buffers and inverters | 491 | 641 | 4.634 |
| latches | 2060 | 2060 | 54.83 |
| other | 0 | 28 | 0 |
-- final cells by class --
class / instances / area (µm²)
Multi-Input combinational cell: 3592 / 23210
Sequential cell: 2060 / 30930
Fill cell: 13241 / 76200
Inverter: 2 / 7.507
Timing Repair Buffer: 639 / 6939
Antenna cell: 28 / 70.07
Tap cell: 1876 / 2347
-- power by group through the flow --
stage,logic (mW),clock network (mW),registers [mW]
after CTS,1.80,0,1.21
after global routing,1.94,0.0000000258,1.29
-- final timing paths --
path | startpoint | endpoint | slack, ps
worst max-delay path | instruction[21] | out2[0] | 50
worst min-delay path | instruction[16] | out1[62] | 4260
No activity file was given, so power comes from the tool's default toggle rates.
