--- flow/design.v ---
module mux_2inp(out,inp0,inp1,c);  
output [63:0] out;
input [63:0] inp0,inp1;
input c;
assign out=(c)?inp1:inp0;
endmodule
module exe(a,b,func,op,overflow,zero,result,mux,imm);  
input [63:0] a,b,imm;
output [63:0] result;
output overflow,zero;
wire [63:0] r;
input [1:0] op;
wire [3:0] operation;
input [5:0] func;
input mux;
bit_64 alu(a,r,operation,result,overflow,zero);
control c(func,op,operation);
mux_2inp m(r,b,imm,mux);
endmodule
module mux(out,inp,c1);   
output out;
input inp, c1;
wire n_inp;
not(n_inp,inp);
wire temp,temp1;
wire c1_not;
not(c1_not,c1);
and(temp,c1_not,inp);
and(temp1,c1,n_inp);
or(out,temp,temp1);
endmodule
module mux_2(out,inp,inp1,inp2,inp3,c);
output out;
input  inp,inp1,inp2,inp3;
input  [1:0] c ;
assign out = (inp & ~c[0] & ~c[1]) | (inp3 & (c[0]) & (c[1]))|(inp2 & ~(c[0]) & (c[1])) | (inp1 & (c[0]) & ~(c[1])) ;
endmodule
module adder_full(cout,sum,a,b,cin);  
input a,b,cin;
output cout,sum;
wire w1;
xor(w1,a,b);
xor(sum,w1,cin);
wire o1,o2;
and(o1,a,b);
and(o2,w1,cin);
or(cout,o1,o2);
endmodule
module alu_d(result,a,b,ain,bin,cin,c,cout,left);  
input a,b,ain,bin,left,cin;
input [1:0] c;
output result,cout;
wire w1,w2,w3;
mux a1(w1,a,ain);
mux b1(w2,b,bin);
wire o,ad;
and(ad,w1,w2);
or(o,w1,w2);
adder_full q(cout,w3,a,w2,cin);
mux_2 m2(result,ad,o,w3,left,c);
endmodule
module overflow1(a,b,r,cout,flag);  
input a,b,r,cout;
output flag;
xor(a1,a,b);
wire cin;
xor(cin,a1,r);
xor(flag,cin,cout);
endmodule
module bit_64(a,b,ALUop,result,overflow,zero);
input [63:0] a,b;
output [63:0] result;
output overflow,zero;
input [3:0] ALUop;
wire [63:0]carry_out;
wire set;
alu_d alus[63:0](result,a,b,ALUop[3],ALUop[2],{carry_out[62:0],ALUop[2]},{ALUop[1:0]},carry_out[63:0],{63'b0,set});  
wire a1,b1;
mux m1(a1,a[63],ALUop[3]);
mux m2(b1,b[63],ALUop[2]);
overflow1 of(a1,b1,carry_out[62],carry_out[63],overflow);
xor(set,overflow,result[63]);
assign zero=(result)?0:1;  
endmodule
module control(func,op,operation);
input [1:0] op;
output [3:0] operation;
input [5:0] func;
wire w0;
not(w0,op[0]);
and(operation[3],w0,op[0]);
wire w1;
and(w1,op[1],func[1]);
or(operation[2],w1,op[0]);
wire w2,w3,w4;
not(w3,op[1]);
not(w4,func[2]);
or(operation[1],w3,w4);
or(w2,func[3],func[0]);
and(operation[0],op[1],w2);
endmodule
--- flow/run.sh ---
#!/bin/bash
# OpenROAD 26Q1-2900-gdf79404cd8, Yosys 0.63+post, stock flow scripts
make -C /OpenROAD-flow-scripts/flow DESIGN_CONFIG=/design/flow/config.mk WORK_HOME=/design/flow/orfs finish
--- flow/config.mk ---
export PLATFORM = sky130hd
export DESIGN_NAME = exe
export DESIGN_NICKNAME = exe
export VERILOG_FILES = /design/flow/design.v
export SDC_FILE = /design/flow/constraint.sdc
export NUM_CORES = 4
export LEC_CHECK = 1
export CORE_UTILIZATION = 30
--- flow/constraint.sdc ---
current_design exe

set clk_period 42.6
set clk_io_pct 0.2

create_clock -name clk0 -period $clk_period

set non_clock_inputs [all_inputs -no_clocks]
set_input_delay [expr $clk_period * $clk_io_pct] -clock clk0 $non_clock_inputs
set_output_delay [expr $clk_period * $clk_io_pct] -clock clk0 [all_outputs]
==> impl_metrics.py <==
# Synthesis and PnR figures
metrics = {
    "status": {
        "run_status": "complete, no violations",
    },
    "worst_hold_path": {
        "hold_path_class": "in2out",
        "min_from": "op[1]",
        "holdPathStages": 6,
    },
    "routing": {
        "postRouteAntennaNets": 0,
        "drcViolationCount": 0,
        "wl_met3_mm": 2.101,
        "drt_wl_total_mm": 22.99,
        "num_vias": 6153,
        "wl_met2_mm": 10.59,
        "drtIter0Drc": 249,
        "route.antenna.diode_count": 0,
        "highest_layer": "met4",
        "viasPerCell": 4.623,
        "wire_per_inst_um": 17.27,
        "route.layer.met1.wl_mm": 10.24,
        "dr.pass1.iters": 17,
    },
    "floorplan": {
        "dieArea_mm2": 0.02320,
        "initCoreUtil": 0.3087,
        "coreArea_mm2": 0.02196,
        "die_x_um": 152.3,
        "fp-row-count": 54,
        "die_h_um": 152.3,
        "pin_count": 267,
    },
    "placed_design": {
        "place_area_mm2": 0.009463,
        "dp_hpwl_mm": 19.75,
        "finalWeightedCongestion": 0.9033,
        "numPortBuffers": 265,
    },
    "finish": {
        "logic_area_mm2": 0.005889,
        "layout-drive-gt1-share": 0.1151,
        "area_growth_pct": 41.98,
        "final_common_cell": "clkdlybuf4s50_1",
        "design_area_mm2": 0.009623,
        "lay_top_cells": "clkdlybuf4s50_1 (252), inv_1 (132), ha_1 (128)",
        "n_sequential_cell": 0,
        "regArea_um2": 0,
        "nClkBuffers": 0,
        "fillers": 2194,
    },
    "power_and_ir_drop": {
        "sw_frac_of_total": 0.4625,
        "pwr-share-seq": 0,
        "power_uw": 176.3,
        "p_switching_uw": 81.53,
        "power_density_mw_per_mm2": 18.32,
        "p_clk_frac": 0,
        "p_int_uw": 94.73,
        "combPwrFrac": 1.000,
        "vdd_drop_max_v": 0.00001279,
        "p_leak_nw": 4.520,
    },
    "critical_path": {
        "worstSetupPathType": "in2out",
        "worst-endpoint-arrival_ps": 33790,
        "cp.required_ps": 34080,
        "crit_fanout": 4,
        "critPathMostFrequentCell": "fa_2",
        "cp-start-kind": "primary input",
        "cp_slowest_cell": "fa_2",
        "worst_setup_path_end_kind": "output port",
        "slowest_delay_ps": 670,
        "cp-startpoint": "mux",
    },
    "job": {
        "warnings": 163,
        "maxCapViolations": 0,
    },
    "yosys": {
        "synth_cell_type_count": 39,
        "ys_area_mm2": 0.006778,
        "ys_warn_count": 1,
        "syn_inst": 855,
        "ys_cells": 855,
        "ys_seq_frac": 0,
        "avgSynthCellArea_um2": 7.927,
        "synth_area_mm2": 0.006778,
    },
    "clock_tree": {
        "postCtsHoldBufs": 0,
    },
    "final_timing": {
        "worst_pin_slew_ps": 809.6,
        "fin_crit_ps": 42310,
        "slew_viol_final": 0,
        "rsz0062_at_grt": "true",
        "slew_headroom": 0.4589,
        "finalCritPeriodShare": 0.9931,
        "fmax_ghz": 0.02364,
        "hold_viol": 0,
        "finalSetupViolCount": 0,
    },
    "global_route": {
        "antenna_found_initial": 2,
        "grtUsageTotal": 0.2032,
        "grt_pass1_wl_mm": 35.32,
        "gr-total-overflow": 0,
        "grt_start_max_net_pins": 49,
        "grt_pass1_vias": 6168,
    },
}
-- cells in the mapped netlist (all sizes together) (2+ instances only) --
library cell | count | area, um2
o21ai | 57 | 289.0
nor4 | 17 | 112.6
mux2i | 65 | 650.6
or3 | 7 | 43.79
fa | 63 | 1261
a22oi | 15 | 112.6
ha | 128 | 1602
a21oi | 44 | 220.2
a221oi | 2 | 17.52
nor3 | 7 | 35.03
buf | 79 | 551.8
o211ai | 3 | 22.52
xnor2 | 2 | 17.52
or4 | 3 | 22.52
a32o | 4 | 40.04
clkbuf | 24 | 90.09
nand4 | 20 | 125.1
nand2 | 59 | 221.5
xor2 | 64 | 560.5
and4 | 2 | 17.52
inv | 132 | 495.5
a32oi | 2 | 17.52
nor2 | 45 | 168.9
-- what timing repair did --
item	in CTS	in global routing
buffers inserted	3	0
gates resized	78	13
endpoints found under the setup margin	8	5
pin swaps	29	27
-- final timing paths --
| kind | to | slack [ps] |
|---|---|---|
| max | zero | 290 |
| min | zero | 17930 |
-- cell type report --
cell class | count | area share
inverters | 132 | 0.05149
repair buffers | 299 | 0.3001
well taps | 280 | 0.03641
multi-input cells | 620 | 0.6120
-- power groups by stage --
stage	clock, mW	sequential, mW	combinational, mW
global route	0	0	0.197
finish	0	0	0.176
CTS	0	0	0.178
-- worst max-delay path: cells and delay by family --
family	cells	cell delay (ps)
buffers and inverters	2	270
and+or+nand+nor	3	480
AOI/OAI and AO/OA	3	360
adders and majority gates	63	23800
muxes	1	190
xor gates and xnor gates	1	140
-- layer usage --
metal  vias up  GRT usage
met3         2    0.06201
met4         0   0.005345
met1      2856     0.2804
li1       3089          -
met2       206     0.3333
met5         -          0
-- stage by stage --
step | cells | setup WS, ps | hold slack [ps] | setup TNS (ps) | utilization
6_report | 1331 | 294.0 | 17930 | 0 | 0.4382
5_1_grt | 1331 | -458.7 | 18010 | -680.4 | 0.4382
4_1_cts | 1332 | -380.9 | 18050 | -546.9 | 0.4379
3_5_place_dp | 1330 | -2513 | 18230 | -11290 | 0.4309
3_3_place_gp | 1330 | -2558 | 18240 | -11640 | 0.4309
2_1_floorplan | 855 | 18.26 | 17280 | 0 | -
-- logic make-up after synthesis --
| kind of cell | after synthesis | share of synthesized area |
|---|---|---|
| AND/OR/NAND/NOR | 164 | 0.1141 |
| adder cells (fa/ha/maj) | 191 | 0.4224 |
| buffers and inverters | 235 | 0.1678 |
| AND-OR/OR-AND | 134 | 0.1145 |
| multiplexers | 65 | 0.09599 |
| XOR/XNOR | 66 | 0.08529 |
Power and IR drop assume default switching activity.
